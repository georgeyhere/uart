==> design.v <==
module demo 
	(
	input  wire       i_clk,
	input  wire       i_rst,
	output reg [15:0] o_led,
	input  wire       i_uart_rx,
	output wire       o_uart_tx
	);
	reg         uart_wr, nxt_uart_wr;
	reg  [7:0]  uart_wdata, nxt_uart_wdata; 
	wire [7:0]  uart_rdata;
	wire        uart_busy, uart_valid;
	reg  [15:0] nxt_led;
	reg  [5:0]  tx_index, nxt_tx_index;
	wire [7:0]  rom_data;
	reg         STATE, NEXT_STATE;
	localparam  STATE_INITIAL = 0,
	            STATE_IDLE    = 1;
	uart_top 
	#(.CLK_FREQ (100_000_000),
	  .BAUD_RATE(115_200))
	uart_i
	(
    .i_clk     (i_clk),
    .i_rstn    (~i_rst),
    .i_wr      (uart_wr),
    .i_data    (uart_wdata),
    .o_busy    (uart_busy),
    .o_data    (uart_rdata),
    .o_valid   (uart_valid),
    .o_uart_tx (o_uart_tx),
    .i_uart_rx (i_uart_rx)
	);
	rom rom_i (
    .i_clk     (i_clk),
    .i_index   (tx_index),
    .o_data    (rom_data)
	);
	always@* begin
		nxt_uart_wr    = 0;
		nxt_uart_wdata = 0;
		nxt_tx_index   = tx_index;
		nxt_led        = o_led;
		NEXT_STATE     = STATE;
		case(STATE)
			STATE_INITIAL: begin
				nxt_uart_wr    = (!uart_busy);
				nxt_uart_wdata = rom_data;
				if(uart_wr && !uart_busy) begin
					nxt_tx_index = tx_index+1;
				end
				NEXT_STATE = (tx_index > 39) ? STATE_IDLE:STATE_INITIAL;
			end
			STATE_IDLE: begin
				if(uart_valid) begin
					case(uart_rdata)
						"0":  nxt_led[0]  = ~o_led[0];
						"1":  nxt_led[1]  = ~o_led[1];
						"2":  nxt_led[2]  = ~o_led[2];
						"3":  nxt_led[3]  = ~o_led[3];
						"4":  nxt_led[4]  = ~o_led[4];
						"5":  nxt_led[5]  = ~o_led[5];
						"6":  nxt_led[6]  = ~o_led[6];
						"7":  nxt_led[7]  = ~o_led[7];
						"8":  nxt_led[8]  = ~o_led[8];
						"9":  nxt_led[9]  = ~o_led[9];
						"a":  nxt_led[10] = ~o_led[10];
						"b":  nxt_led[11] = ~o_led[11];
						"c":  nxt_led[12] = ~o_led[12];
						"d":  nxt_led[13] = ~o_led[13];
						"e":  nxt_led[14] = ~o_led[14];
						"f":  nxt_led[15] = ~o_led[15];
						"\n": nxt_led     = ~o_led;
					endcase
				end
			end
		endcase
	end
	always@(posedge i_clk) begin
		if(i_rst) begin
			uart_wr    <= 0;
			uart_wdata <= 0;
			tx_index   <= 0;
			o_led      <= 0;
			STATE      <= STATE_INITIAL;
		end
		else begin
			uart_wr    <= nxt_uart_wr;
			uart_wdata <= nxt_uart_wdata;
			tx_index   <= nxt_tx_index;
			o_led      <= nxt_led;
			STATE      <= NEXT_STATE;
		end
	end
endmodule
module rom
	(
	input  wire       i_clk,
	input  wire [5:0] i_index,
	output reg  [7:0] o_data
	);
	always@(posedge i_clk) begin
		case(i_index)
			0:  o_data <= "H";
			1:  o_data <= "e";
			2:  o_data <= "l";
			3:  o_data <= "l";
			4:  o_data <= "o";
			5:  o_data <= ",";
			6:  o_data <= " ";
			7:  o_data <= "W";
			8:  o_data <= "o";
			9:  o_data <= "r";
			10: o_data <= "l";
			11: o_data <= "d";
			12: o_data <= "!";
			13: o_data <= " ";
			14: o_data <= "\n";
			15: o_data <= "\r"; 
			16: o_data <= "E";
			17: o_data <= "n";
			18: o_data <= "t";
			19: o_data <= "e";
			20: o_data <= "r";
			21: o_data <= " ";
			22: o_data <= "1";
			23: o_data <= " ";
			24: o_data <= "t";
			25: o_data <= "o";
			26: o_data <= " ";
			27: o_data <= "t";
			28: o_data <= "o";
			29: o_data <= "g";
			30: o_data <= "g";
			31: o_data <= "l";
			32: o_data <= "e";
			33: o_data <= " ";
			34: o_data <= "l";
			35: o_data <= "e";
			36: o_data <= "d";
			37: o_data <= "\n";
			38: o_data <= "\r";
		endcase
	end
endmodule
module uart_rx 
    #(parameter CLKS_PER_BAUD = 868)
    (
    input  wire       i_clk,
    input  wire       i_rstn,
    input  wire       i_rx,
    output reg  [7:0] o_rx_data,
    output reg        o_rx_dvalid
    );
    localparam IDLE      = 4'h0;
    localparam RX_BIT_0  = 4'h1;
    localparam RX_BIT_1  = 4'h2;
    localparam RX_BIT_2  = 4'h3;
    localparam RX_BIT_3  = 4'h4;
    localparam RX_BIT_4  = 4'h5;
    localparam RX_BIT_5  = 4'h6;
    localparam RX_BIT_6  = 4'h7;
    localparam RX_BIT_7  = 4'h8;
    localparam STOP_BIT  = 4'h9;
    reg [3:0]  STATE, NEXT_STATE;
    reg        rx_data_r;
    reg        rx_data;
    reg [$clog2(CLKS_PER_BAUD):0] baudCounter;
    initial begin
        STATE           = IDLE;
        NEXT_STATE      = IDLE;
        rx_data_r       = 1;
        rx_data         = 1;
        baudCounter     = 0;
        baudCounter     = 0;
    end
    always@(posedge i_clk) begin
        rx_data_r <= i_rx;
        rx_data   <= rx_data_r;
    end
    always@* begin
        case(STATE)
            IDLE: begin
                NEXT_STATE = (!rx_data) ? RX_BIT_0 : IDLE;
            end
            STOP_BIT: begin
                NEXT_STATE = (baudCounter==0) ? IDLE : STOP_BIT;
            end
            default: begin
                NEXT_STATE = (baudCounter==0) ? (STATE + 1) : STATE;
            end
        endcase
    end
    always@(posedge i_clk) begin
        STATE <= NEXT_STATE;
    end
    always@(posedge i_clk) begin
        if(STATE == IDLE) begin
            if(!rx_data) begin
                baudCounter <= CLKS_PER_BAUD+CLKS_PER_BAUD/2-1'b1;
            end
        end 
        else if(baudCounter==0) begin
            if(STATE == STOP_BIT) begin
                baudCounter <= 0; 
            end
            else begin 
                baudCounter <= CLKS_PER_BAUD-1; 
            end
        end
        else begin
            baudCounter <= baudCounter-1;
        end
    end
    always@(posedge i_clk) begin
        if((baudCounter == 0) && (STATE != STOP_BIT)) begin
            o_rx_data <= {rx_data, o_rx_data[7:1]};
        end 
        else begin
            o_rx_data <= o_rx_data;
        end
    end
    always@(posedge i_clk) begin
        o_rx_dvalid <= ((baudCounter == 0) && (STATE == STOP_BIT));
    end
endmodule
module uart_top 
    #(parameter CLK_FREQ  = 125_000_000,
      parameter BAUD_RATE = 115_200)
    (
    input  wire       i_clk,
    input  wire       i_rstn,
    input  wire       i_wr,
    input  wire [7:0] i_data,
    output wire       o_busy,
    output wire [7:0] o_data,
    output wire       o_valid,
    output wire       o_uart_tx,
    input  wire       i_uart_rx
    );
    localparam CLKS_PER_BAUD = CLK_FREQ/BAUD_RATE;
    uart_tx 
    #(.CLKS_PER_BAUD(CLKS_PER_BAUD))
    tx_i (
    .i_clk       (i_clk),
    .i_rstn      (i_rstn),
    .i_wr        (i_wr),
    .i_data      (i_data),
    .o_uart_tx   (o_uart_tx),
    .o_busy      (o_busy)
    );
    uart_rx 
    #(.CLKS_PER_BAUD(CLKS_PER_BAUD))
    rx_i (
    .i_clk       (i_clk),
    .i_rstn      (i_rstn),
    .i_rx        (i_uart_rx),
    .o_rx_data   (o_data),
    .o_rx_dvalid (o_valid)
    );
endmodule
module uart_tx 
    #(parameter CLKS_PER_BAUD = 24'd868)
    (
    input  wire       i_clk,
    input  wire       i_rstn,
    input  wire       i_wr,
    input  wire [7:0] i_data,
    output wire       o_uart_tx,
    output reg        o_busy
    );
    reg [3:0]  STATE, NEXT_STATE;
    localparam START = 4'h0;
    localparam BIT_0 = 4'h1;
    localparam BIT_1 = 4'h2;
    localparam BIT_2 = 4'h3;
    localparam BIT_3 = 4'h4;
    localparam BIT_4 = 4'h5;
    localparam BIT_5 = 4'h6;
    localparam BIT_6 = 4'h7;
    localparam BIT_7 = 4'h8;
    localparam LAST  = 4'h8;
    localparam IDLE  = 4'hf;
    reg [8:0]                     tx_queue;
    reg [$clog2(CLKS_PER_BAUD):0] baudCounter;
    reg                           baud;
    initial begin
        o_busy     = 0;
        tx_queue   = 9'h1ff;   
        STATE      = IDLE;
        NEXT_STATE = IDLE;
    end
    always@(posedge i_clk) begin
        if(!i_rstn) begin
            baudCounter <= 0;
            baud        <= 0;
        end
        else begin
            if(i_wr && !o_busy) begin
                baudCounter <= CLKS_PER_BAUD-1;
                baud        <= 0;
            end
            else if(!baud) begin
                baudCounter <= baudCounter-1;
                baud        <= (baudCounter == 1);
            end
            else if(STATE != IDLE) begin
                baudCounter <= CLKS_PER_BAUD-1;
                baud        <= 0;
            end
        end
    end
    always@* begin
        case(STATE)
            IDLE:    NEXT_STATE = ((i_wr)&&(!o_busy)) ? START:IDLE;
            LAST:    NEXT_STATE = (baud) ? IDLE:STATE;
            default: NEXT_STATE = (baud) ? (STATE+1):STATE;
        endcase
    end
    always@(posedge i_clk) begin
        if(!i_rstn) STATE <= IDLE;
        else        STATE <= NEXT_STATE;
    end
    assign o_uart_tx = tx_queue[0];
    always@(posedge i_clk) begin
        if(!i_rstn) begin
            tx_queue <= 9'h1ff;
        end
        else begin
            if(i_wr && !o_busy) tx_queue <= {i_data, 1'b0}; 
            else if(baud)     tx_queue <= {1'b1, tx_queue[8:1]};
        end
    end
    always@(posedge i_clk) begin
        if(!i_rstn) begin
            o_busy <= 0;
        end
        else if(i_wr && !o_busy) begin
            o_busy <= 1;
        end
        else if(baud) begin
            case(STATE)
                IDLE:    o_busy <= 0;
                default: o_busy <= 1; 
            endcase
        end
    end
endmodule
==> run.sh <==
#!/bin/bash
# OpenROAD 26Q1-2900-gdf79404cd8, Yosys 0.63+post, stock flow scripts
make -C /OpenROAD-flow-scripts/flow DESIGN_CONFIG=/design/flow/config.mk WORK_HOME=/design/flow/orfs finish
==> config.mk <==
export PLATFORM = sky130hd
export DESIGN_NAME = demo
export DESIGN_NICKNAME = demo
export VERILOG_FILES = /design/flow/design.v
export SDC_FILE = /design/flow/constraint.sdc
export NUM_CORES = 4
export LEC_CHECK = 1
export CORE_UTILIZATION = 50
==> constraint.sdc <==
current_design demo

set clk_period 6.6
set clk_io_pct 0.2

create_clock -name clk0 -period $clk_period [get_ports {i_clk}]

set non_clock_inputs [all_inputs -no_clocks]
set_input_delay [expr $clk_period * $clk_io_pct] -clock clk0 $non_clock_inputs
set_output_delay [expr $clk_period * $clk_io_pct] -clock clk0 [all_outputs]
==> run summary <==
Implementation results. The run finished with clean final reports. Summing the sequential cell areas from Yosys gives roughly 46% of the chip area. The most used flip-flop cell after synthesis is dfxtp_1. The critical path goes through inv_1 -> o221ai_1 -> o221ai_1 -> or3_1 -> or3_1.

In the placement report, post-DP HPWL is listed as 5420 um. Routed length on met2 landed at 3420 um. Diode insertion count for antenna repair landed at 0. The worst setup path is launched from a register. Yosys reports that the leading cell type by area covers 26.4% of the netlist area.

STA classifies the critical path endpoint as a register. Pin count of the biggest net entering global routing landed at 47. Final number of setup-violating endpoints landed at 0. Row count landed at 34. Worst slack at placement landed at ~4 ns.

Chip footprint landed at approximately 9500 um^2. Clock sink count landed at about 90. After detailed routing, the number of vias per cell comes to about 5.5. Synthesized instance count landed at 498. Final-report max-slew violation count landed at 0. Period utilization landed at 39.7%. The library cells used most frequently in the layout, excluding fill and tap cells, are nor2_1, dfxtp_1, nand2_1, a21oi_1, edfxtp_1. The timing report notes that buffer and inverter cells on the critical path total 1.

Looking at the max-slew report, the worst-margin pin has a slew of between 0.9 and 1 ns. TritonCTS built the clock tree. The script parses the final routing iteration and logs DRC violations as 0. Total routing resource utilization after global routing landed at 18.5%. Looking at the setup timing report, the critical path kind is reg -> reg. Routed length on met1 landed at roughly 4400 um. The synth_stat.txt file lists the number of cells as ~500. Share of post-route cells with drive strength above 1 landed at 4.91%. Total of hold buffers inserted after clock tree synthesis landed at 0.

Yosys reported that registers with async set or reset make up 0%. Routability-driven placement finished with a final weighted congestion of 0.868. Number of buffers on the longest clock path landed at 2. Setup repair after global routing left no endpoint under its margin. Measured on the finished design, the core utilization comes to about 57%. The floorplan step set the die width to 97.4 um. The skew report gives the latency at the later pin of the worst-skew pair as ~0.34 ns. The clock network is responsible for a little under a third of the overall power. DRC violation total after the first TritonRoute iteration landed at approximately 78. Per the synthesis report, the dominant area consumer among library cells is dfxtp_1. In this run the power spent charging and discharging nets is roughly 360 uW.

Minimum setup slack in the final design landed at roughly 4 ns. First-pass iteration count of the detailed router landed at 4. Total grt overflow landed at 0. Average size of a mapped cell landed at slightly above 9 um^2. According to the floorplan report, the die height is slightly below 100 um.

The first global-routing pass estimated ~14000 um of wire. The flow reported a cell area power density of about 260 nW/um^2. Detailed routing placed a total of 329 um of wire on met3.

Per the OpenROAD power report, leakage power amounts to approximately 0.0017 uW. Setup TNS landed at 0 ns. Per STA, the worst path accumulates the most delay in the family simple AND/OR/NAND/NOR gates. The switching portion of total power comes to a little over a quarter. Number of buffers inserted to repair setup after CTS landed at 0. Per the TritonCTS log, the buffer count is 9. Among all stages on the critical path, the maximum delay recorded is around 0.7 ns.

In the post-route report, total wirelength is listed as 8250 um. Checking hold timing, the worst path is listed with class reg -> reg. The floorplan report gives the top-level pin count as 20. The slowest stage of the critical path is the dfxtp_1 cell. Headroom to the max-slew limit landed at approximately 38%. The most critical hold endpoint after final layout shows a slack of 0.334 ns.

The main area contributors are dfxtp_1, edfxtp_1, xnor2_1. In the CTS report, the clock slew at the register clock pins of the worst setup and hold paths is listed as roughly 0.09 ns. The flow reports an fmax of 0.382 GHz. Looking at the critical path, the highest net fanout was 18. Max-cap violation count landed at 0. Average routed wire per standard cell landed at 13.4 um. Number of gates resized after cts landed at 0. Total number of yosys warnings landed at 4.

Floorplan core area landed at 8760 um^2. Once detail routing completed, the nets flagged for antenna violations numbered 0. Number of global-route vias before repair landed at just over 3k. The synthesis stat section lists a flop and latch total of 90. The final hold violation count recorded for this run is 0. The clock arrives with ~0.010 ns of skew. Count of input and output buffers landed at 19. The number of antenna violations at the first check in global routing came to 0. Chip area in the Yosys report landed at 4550 um^2.

In this run the cell area of the synthesized design comes to 4550 um^2. In the floorplan report the effective utilization is around 52%. CTS H-tree depth landed at 3. Yosys mapped a number of flops with a built-in enable equal to 30. Share of power burned in combinational logic landed at between 10% and 20%. Number of warning messages in the logs landed at 32. Unique cell type count in the Yosys netlist landed at between 50 and 60.

The analysis reports a worst IR drop on VDD of between 0.1 and 0.15 mV. Of the total power, registers draw a little over 50%. Per the run report, area growth between synthesis and finish was 9.41%. In this run the top signal layer used is met4. In the power breakdown, the internal column shows ~940 uW.

The top cell type in the final layout, fill and taps aside, is nor2_1. Critical path required time landed at 6.65 ns. The detailed router placed ~3.4k vias in this run.

According to the timing report, the arrival time at the worst endpoint equals roughly 2.7 ns. In this run the clock root is driven by a clkbuf_8. Time the worst path needs with I/O delays and setup landed at approximately 2.6 ns.
==> Yosys cell counts, drive strengths merged, types with 3 or more instances <==
library cell and instances:
nand2 36, nand2b 16, inv 17, or3 5
and2 9, nand4 5, nor2 61, o21a 4
nor3 10, a21oi 36, xor2 9, and3 3
xnor2 29, a31oi 7, nand3b 12, nand3 24
o31ai 3, o21bai 3, buf 10, o21ai 21
dfxtp 60, edfxtp 30, ha 12, nor4 6
clkbuf 17, o221ai 4, mux2i 9, nor2b 8
nor3b 4
==> power groups by stage <==
stage / Sequential (uW) / Clock (uW) / Combinational, uW
5_1_grt: 679 / 436 / 268
4_1_cts: 670 / 413 / 234
6_report: 670 / 398 / 235
==> cell families (layout without fill, tap and decap cells) <==
kind of cell	count (synthesis)	in the layout	share of synthesized area [%]
multiplexers	11	11	2.48
adder cells (fa/ha/maj)	12	12	3.30
XOR/XNOR	38	38	7.32
buffers and inverters	44	55	4.40
AND-OR/OR-AND	93	93	12.4
AND/OR/NAND/NOR	210	210	23.9
flip-flops	90	90	46.2
==> worst paths after layout <==
| check | startpoint | end | slack [ns] | cells after the start |
|---|---|---|---|---|
| max reg2reg | tx_index[3] | rom_i.o_data[1] | 3.98 | 5 |
| min reg2reg | uart_i.rx_i.rx_data_r | uart_i.rx_i.rx_data | 0.33 | 0 |
| max | tx_index[3] | rom_i.o_data[1] | 3.98 | 5 |
| min | uart_i.rx_i.rx_data_r | uart_i.rx_i.rx_data | 0.33 | 0 |
==> metal layers <==
layer  global-route usage (%)  vias up
met1                     31.1     1569
li1                         -     1753
met5                        0        -
met3                     3.66       10
met2                     26.8       60
met4                     2.38        0
==> final cells by class <==
cell class	instances	area, um^2
clock buffers	13	170
fillers	781	3790
clock inverters	3	46.3
inverters	17	63.8
repair buffers	22	213
well taps	108	135
multi-input cells	364	2250
flip-flops and latches	90	2100
==> flip-flops by register name (all words and copies together), names as in the netlist, 4 cells and up <==
name / cells
uart_wdata: 7
rom_i.o_data: 7
uart_i.tx_i.STATE: 4
tx_index: 6
uart_i.rx_i.STATE: 4
uart_i.tx_i.baudCounter: 11
uart_i.rx_i.baudCounter: 11
uart_i.rx_i.o_rx_data: 8
o_led: 16
uart_i.tx_i.tx_queue: 9
==> through the flow <==
step           cell area [um^2]  std cells  power, uW
3_5_place_dp               4760        601        915
5_1_grt                    4980        617       1380
2_1_floorplan              4550        498        867
3_3_place_gp               4760        601        913
6_report                   4980        617       1300
4_1_cts                    4980        617       1320
No activity file was given, so power comes from the tool's default toggle rates.
